**flow/design.v**
```verilog
module data_mem #(parameter AW=8)(
  input              clk,                 
  input    [AW-1:0]  DataAddress,		  
  input              ReadMem,			  
  input              WriteMem,			  
  input       [7:0]  DataIn,			  
  output logic[7:0] DataOut);			  
  logic [7:0] mem_core [2**AW]; 		  
  always_comb							  
    if(ReadMem) begin
      DataOut = mem_core[DataAddress];
    end else 
      DataOut = 16'bZ;			          
  always_ff @ (posedge clk)	              
    if(WriteMem) begin
      mem_core[DataAddress] <= DataIn;
    end
endmodule
```
**flow/run.sh**
```bash
#!/bin/bash
# OpenROAD 26Q1-2900-gdf79404cd8, Yosys 0.63+post, stock flow scripts
make -C /OpenROAD-flow-scripts/flow DESIGN_CONFIG=/design/flow/config.mk WORK_HOME=/design/flow/orfs finish
```
**flow/config.mk**
```make
export PLATFORM = sky130hd
export DESIGN_NAME = data_mem
export DESIGN_NICKNAME = data_mem
export VERILOG_FILES = /design/flow/design.v
export SDC_FILE = /design/flow/constraint.sdc
export NUM_CORES = 4
export LEC_CHECK = 1
export CORE_UTILIZATION = 50
```
**flow/constraint.sdc**
```tcl
current_design data_mem

set clk_period 21.8
set clk_io_pct 0.2

create_clock -name clk0 -period $clk_period [get_ports {clk}]

set non_clock_inputs [all_inputs -no_clocks]
set_input_delay [expr $clk_period * $clk_io_pct] -clock clk0 $non_clock_inputs
set_output_delay [expr $clk_period * $clk_io_pct] -clock clk0 [all_outputs]
```
==> flow_summary.ini <==
; generated from flow reports
[run]
warnings = 30
cap_violations = 0

[clocking]
cts.sinks = 2048
cts_tree = yes
clockBufferDepth = 3
clk_pin_slew_ns = 0.06
cts_buffers = 198
hold_buffers = 0
cts-root-buf = clkbuf_16
cts.htree.levels = 4
cts_resized = 0
post-cts-setup-buffer-count = 0

[grt]
grt_max_degree = 114
grt_pass1_vias = 41480
track_usage_pct = 26.8
antenna_found_initial = 3
grt_pass1_wl_microns = 268000
grt_overflow_total = 0

[power_and_ir_drop]
p_leak_nw = 26.5
power_mw = 8.06
p_per_area_nw_per_um2 = 92.0
clkPwrFrac_pct = 41.7
p_sw_mw = 1.64
ir_drop_v = 0.0000888
seqPwrFrac_pct = 53.9
p_int_mw = 6.42
comb_power_share_pct = 4.5
switching_share_pct = 20.3

[timing]
hold_viol = 0
fin_ws_ns = 7.22
min_period_ns = 14.58
post-route-period-util_pct = 66.9
relSlewSlack_pct = 29.7
setup_viol = 0
slew_violations = 0
final.setup.tns_ns = 0
worst_pin_slew_ns = 1.05
rsz0062_at_grt = no
fmax_mhz = 68.6

[yosys]
ys.flops = 2048
syn_area_sq_um = 78300
synth_cells = 3539
yosys-stat-area_sq_um = 78300
synth_cell_type_count = 21
yosys_warnings = 2
ys_seq_share_pct = 78.5
syn_area_per_cell_sq_um = 22.1
ys_cells = 3539

[route]
drc = 0
routedWlPerCell_microns = 31.1
wirelength_microns = 183000
detail-route-antenna-nets = 0
viasPerCell = 6.22
vias = 36588
firstDrtPassIters = 5
drtIter0Drc = 2486

[final_layout]
largest_reg_flops = 2048
lay_top_count = edfxtp_1
fill_cells = 10775
drive_gt1_share_pct = 24.8
post-route-util_pct = 56.7
flop_area_sq_um = 61500
mostFrequentLayoutCells = edfxtp_1, mux4_2, a22oi_1
logic_area_sq_um = 15800
top_register = mem_core
syn_to_final_growth_pct = 11.9
reg_top3 = mem_core x2048

[die]
fp_util_pct = 50.6
rows = 144
chipHeight_microns = 398
dieWidth_microns = 398
design.core.area_sq_um = 155000
io_pins = 27
die-area_sq_um = 158000

[placed_design]
post-dp-hpwl_microns = 110000
gp_congestion = 0.879
io_buffers = 25
pre_cts_slack_ns = 7.24

[outcome]
outcome = finished, final reports clean

[worst_setup_path]
worstSetupStartpointType = input pin
arrival_ns = 10.22
crit_path_end_kind = primary output
startpoint = DataAddress[1]
required_ns = 17.44
cp_max_fo = 99
worst-setup-path-type = input pin to primary output

[hold_path]
whs_path_depth = 1
hp-class = input pin to flip-flop
min_to = mem_core[119][2]$_DFFE_PP_
worstHoldStart = DataIn[2]
-- power groups by stage --
stage,Combinational [mW],Sequential [mW],Clock [mW]
4_1_cts,0.364,4.34,3.42
6_report,0.360,4.34,3.36
5_1_grt,0.389,4.34,3.58
-- through the flow --
step / instance area [sq um] / hold slack (ns) / std cells
floorplan: 78300 / 4.46 / 3539
global placement: 81200 / 4.88 / 5517
detailed placement: 81200 / 4.90 / 5517
global route: 87700 / 4.05 / 5880
CTS: 87700 / 4.02 / 5880
finish: 87700 / 4.06 / 5884
-- worst max path at each step --
stage,to,slack (ns),depth (start not counted)
global route,DataOut[5],6.96,11
CTS,DataOut[5],7.23,11
finish,DataOut[5],7.22,11
-- cells by family after synthesis --
kind of cell | count (synthesis) | share of synthesized area (%)
simple gates | 330 | 1.74
mux | 512 | 14.7
buf+inv | 233 | 1.40
compound gates | 416 | 3.63
flops | 2048 | 78.5
-- Yosys cell counts (all sizes together) --
library cell / instances / area (sq um)
buf: 87 / 552
o41ai: 32 / 280
nand2b: 6 / 37.5
a22oi: 256 / 1920
mux4: 512 / 11500
or2: 2 / 12.5
nand3: 13 / 65.1
inv: 1 / 3.75
a21oi: 128 / 641
edfxtp: 2048 / 61500
or3: 1 / 6.26
clkbuf: 145 / 544
nor3: 30 / 150
nand4: 8 / 50.1
nor2: 232 / 871
nor2b: 7 / 43.8
nand2: 28 / 105
and2: 3 / 18.8
-- metal layers --
metal	wire length, microns	GRT usage [%]	vias to the layer above	share of wire [%]
met5	218	1.06	-	0.12
met4	5630	6.22	10	3.1
met3	31800	20.8	331	17
met2	87200	38.0	2230	48
met1	58000	34.7	18665	32
li1	-	-	15352	-
-- final cells by class --
cell class	instances	share of cell area, %
clock buffer	238	5.99
tap	2044	2.92
inverter	1	0.00428
antenna	4	0.0114
sequential	2048	70.1
multi-input combinational	1258	18.0
timing repair buffer	166	1.62
clock inverter	125	1.34
-- critical path: stages --
cell and delay (ns):
buf_8 0.44, buf_12 0.52, buf_4 0.61, buf_12 0.55, buf_4 0.66, mux4_2 0.44
a22oi_1 0.27, a21oi_1 0.18, o41ai_1 0.89, nand4_1 0.56, clkdlybuf4s50_1 0.56
No activity file was given, so power comes from the tool's default toggle rates.
